==> flow/design.v <==
module AsyncInputSynchronizer (
    input  wire clk,     
    input  wire asyncn,  
    output wire syncn
);
    reg ff1, ff2;
    always @(posedge clk or negedge asyncn) begin
        if (!asyncn) begin
            ff1 <= 1'b0;
            ff2 <= 1'b0;
        end else begin
            ff1 <= 1'b1;
            ff2 <= ff1;
        end
    end
    assign syncn = ff2;
endmodule
module PixelGen(
    input  wire clk,
    input  wire rstn,
    input  wire video_on, 
    input  wire p_tick,
    input  wire left_up,       
    input  wire left_down,     
    input  wire right_up,      
    input  wire right_down,    
    input  wire [9:0] pixel_x,
    input  wire [9:0] pixel_y,
    output reg [3:0] r,
    output reg [3:0] g,
    output reg [3:0] b
);
    localparam SCREEN_W     = 640;
    localparam SCREEN_H     = 480;
    localparam PADDLE_W     = 10;  
    localparam PADDLE_H     = 60;  
    localparam BALL_SIZE    = 10;  
    localparam LEFT_PADDLE_X  = 30;
    localparam RIGHT_PADDLE_X = SCREEN_W - 30 - PADDLE_W;
    localparam COLOR_BLACK = 12'h000;
    localparam COLOR_WHITE = 12'hFFF;
    localparam COLOR_RED   = 12'hF00;
    localparam COLOR_YELLOW  = 12'hFF0;
    wire refr_tick;
    assign refr_tick = (pixel_y == 480) && (pixel_x == 0);
    reg [9:0] left_paddle_y, right_paddle_y;
    reg [9:0] ball_x, ball_y;
    reg        ball_dir_x, ball_dir_y;
    reg [3:0] left_score;   
    reg [3:0] right_score;  
    always @(posedge clk or negedge rstn) begin
        if (!rstn) begin
            left_paddle_y  <= (SCREEN_H - PADDLE_H) / 2;
            right_paddle_y <= (SCREEN_H - PADDLE_H) / 2;
            ball_x         <= (SCREEN_W - BALL_SIZE) / 2;
            ball_y         <= (SCREEN_H - BALL_SIZE) / 2;
            ball_dir_x     <= 1'b1;
            ball_dir_y     <= 1'b1;
            left_score     <= 0;
            right_score    <= 0;
        end else if (refr_tick) begin
            if (left_up && (left_paddle_y >= 4))
                left_paddle_y <= left_paddle_y - 4;
            else if (left_down && ((left_paddle_y + PADDLE_H + 4) <= SCREEN_H))
                left_paddle_y <= left_paddle_y + 4;
            if (right_up && (right_paddle_y >= 4))
                right_paddle_y <= right_paddle_y - 4;
            else if (right_down && ((right_paddle_y + PADDLE_H + 4) <= SCREEN_H))
                right_paddle_y <= right_paddle_y + 4;
            if (ball_dir_x)
                ball_x <= ball_x + 2;
            else
                ball_x <= ball_x - 2;
            if (ball_dir_y)
                ball_y <= ball_y + 2;
            else
                ball_y <= ball_y - 2;
            if (ball_y <= BALL_SIZE)
                ball_dir_y <= 1'b1;
            else if (ball_y + BALL_SIZE >= SCREEN_H)
                ball_dir_y <= 1'b0;
            if (ball_x <= (LEFT_PADDLE_X + PADDLE_W)) begin
                if ((ball_y + BALL_SIZE >= left_paddle_y) &&
                    (ball_y <= left_paddle_y + PADDLE_H))
                    ball_dir_x <= 1'b1;
                else begin
                    ball_x     <= (SCREEN_W - BALL_SIZE) / 2;
                    ball_y     <= (SCREEN_H - BALL_SIZE) / 2;
                    ball_dir_x <= 1'b1;
                    ball_dir_y <= 1'b1;
                    right_score <= right_score + 1;
                end
            end
            if ((ball_x + BALL_SIZE) >= RIGHT_PADDLE_X) begin
                if ((ball_y + BALL_SIZE >= right_paddle_y) &&
                    (ball_y <= right_paddle_y + PADDLE_H))
                    ball_dir_x <= 1'b0;
                else begin
                    ball_x     <= (SCREEN_W - BALL_SIZE) / 2;
                    ball_y     <= (SCREEN_H - BALL_SIZE) / 2;
                    ball_dir_x <= 1'b0;
                    ball_dir_y <= 1'b1;
                    left_score <= left_score + 1;
                end
            end
        end
    end
    wire left_paddle_on, right_paddle_on, ball_on;
    assign left_paddle_on =
        (pixel_x >= LEFT_PADDLE_X) &&
        (pixel_x <  LEFT_PADDLE_X + PADDLE_W) &&
        (pixel_y >= left_paddle_y) &&
        (pixel_y <  left_paddle_y + PADDLE_H);
    assign right_paddle_on =
        (pixel_x >= RIGHT_PADDLE_X) &&
        (pixel_x <  RIGHT_PADDLE_X + PADDLE_W) &&
        (pixel_y >= right_paddle_y) &&
        (pixel_y <  right_paddle_y + PADDLE_H);
    assign ball_on =
        (pixel_x >= ball_x) &&
        (pixel_x <  (ball_x + BALL_SIZE)) &&
        (pixel_y >= ball_y) &&
        (pixel_y <  (ball_y + BALL_SIZE));
    wire [3:0] tens_digit_left = (left_score >= 10) ? 4'd1 : 4'd0;
    wire [3:0] units_digit_left = left_score - (tens_digit_left * 10);
    wire [3:0] tens_digit_right = (right_score >= 10) ? 4'd1 : 4'd0;
    wire [3:0] units_digit_right = right_score - (tens_digit_right * 10);
    wire left_tens_on = (pixel_x >= 16) && (pixel_x < 24) && (pixel_y >= 16) && (pixel_y < 24);
    wire left_units_on = (pixel_x >= 24) && (pixel_x < 32) && (pixel_y >= 16) && (pixel_y < 24);
    wire right_tens_on = (pixel_x >= 600) && (pixel_x < 608) && (pixel_y >= 16) && (pixel_y < 24);
    wire right_units_on = (pixel_x >= 608) && (pixel_x < 616) && (pixel_y >= 16) && (pixel_y < 24);
    function automatic pixel_on;
        input [3:0] digit;
        input [2:0] x_rel;
        input [2:0] y_rel;
        reg [6:0] seg;
        reg in_a, in_b, in_c, in_d, in_e, in_f, in_g;
    begin
        case (digit)
            4'd0: seg = 7'b1111110;
            4'd1: seg = 7'b0110000;
            4'd2: seg = 7'b1101101;
            4'd3: seg = 7'b1111001;
            4'd4: seg = 7'b0110011;
            4'd5: seg = 7'b1011011;
            4'd6: seg = 7'b1011111;
            4'd7: seg = 7'b1110000;
            4'd8: seg = 7'b1111111;
            4'd9: seg = 7'b1111011;
            default: seg = 7'b0000000;
        endcase
        in_a = (y_rel == 0) && (x_rel >= 1) && (x_rel <=6);
        in_b = (x_rel ==7) && (y_rel >=1) && (y_rel <=2);
        in_c = (x_rel ==7) && (y_rel >=4) && (y_rel <=5);
        in_d = (y_rel ==6) && (x_rel >=1) && (x_rel <=6);
        in_e = (x_rel ==0) && (y_rel >=4) && (y_rel <=5);
        in_f = (x_rel ==0) && (y_rel >=1) && (y_rel <=2);
        in_g = (y_rel ==3) && (x_rel >=1) && (x_rel <=6);
        pixel_on = (in_a & seg[6]) | (in_b & seg[5]) | (in_c & seg[4]) |
                   (in_d & seg[3]) | (in_e & seg[2]) | (in_f & seg[1]) |
                   (in_g & seg[0]);
    end
    endfunction
    wire [2:0] left_tens_x = pixel_x - 16;
    wire [2:0] left_tens_y = pixel_y - 16;
    wire left_tens_pixel = pixel_on(tens_digit_left, left_tens_x, left_tens_y);
    wire [2:0] left_units_x = pixel_x - 24;
    wire [2:0] left_units_y = pixel_y - 16;
    wire left_units_pixel = pixel_on(units_digit_left, left_units_x, left_units_y);
    wire [2:0] right_tens_x = pixel_x - 600;
    wire [2:0] right_tens_y = pixel_y - 16;
    wire right_tens_pixel = pixel_on(tens_digit_right, right_tens_x, right_tens_y);
    wire [2:0] right_units_x = pixel_x - 608;
    wire [2:0] right_units_y = pixel_y - 16;
    wire right_units_pixel = pixel_on(units_digit_right, right_units_x, right_units_y);
    wire score_on = (left_tens_on && left_tens_pixel) ||
                    (left_units_on && left_units_pixel) ||
                    (right_tens_on && right_tens_pixel) ||
                    (right_units_on && right_units_pixel);
    wire left_digit_pixel_on, right_digit_pixel_on;
	wire [7:0] left_digit_pixels, right_digit_pixels;
    reg [11:0] rgb_next;  
    always @* begin
        if (!video_on) begin
            rgb_next = COLOR_BLACK;
        end else begin
            rgb_next = COLOR_BLACK;
            if (left_paddle_on || right_paddle_on) begin
                rgb_next = COLOR_WHITE;
            end
            if (ball_on) begin
                rgb_next = COLOR_YELLOW;
            end
            if (score_on) begin
                rgb_next = COLOR_WHITE;
            end
        end
    end
    always @(posedge clk) begin
        if (p_tick)
            {r, g, b} <= rgb_next;
    end
endmodule
module Pratica10(
    input           MAX10_CLK1_50,  
    input     [1:0] KEY,           
    input     [9:0] SW,            
    output    [3:0] VGA_B,
    output    [3:0] VGA_G,
    output          VGA_HS,
    output    [3:0] VGA_R,
    output          VGA_VS
);
    wire clk        = MAX10_CLK1_50;
    wire async_rstn = ~SW[0];   
    wire sync_rstn;
    AsyncInputSynchronizer u_rst_sync (
        .clk   (clk),
        .asyncn(async_rstn),
        .syncn (sync_rstn)
    );
    wire left_up     = ~KEY[1];  
    wire left_down   = ~KEY[0];  
    wire right_up    =  SW[9];   
    wire right_down  =  SW[8];   
    wire video_on, pixel_tick;
    wire [9:0] pixel_x, pixel_y;
    VGASync vsync_unit (
        .clk       (clk),
        .rstn      (sync_rstn),
        .hsync     (VGA_HS),
        .vsync     (VGA_VS),
        .video_on  (video_on),
        .p_tick    (pixel_tick),
        .pixel_x   (pixel_x),
        .pixel_y   (pixel_y)
    );
    wire [11:0] rgb_next;
    reg  [11:0] rgb_reg;
    PixelGen px_gen (
        .clk        (clk),
        .rstn       (sync_rstn),
        .video_on   (video_on),
        .p_tick     (pixel_tick),
        .left_up    (left_up),
        .left_down  (left_down),
        .right_up   (right_up),
        .right_down (right_down),
        .pixel_x    (pixel_x),
        .pixel_y    (pixel_y),
        .r          (rgb_next[11:8]),
        .g          (rgb_next[7:4]),
        .b          (rgb_next[3:0])
    );
    always @(posedge clk) begin
        if (pixel_tick)
            rgb_reg <= rgb_next;
    end
    assign VGA_R = rgb_reg[11:8];
    assign VGA_G = rgb_reg[7:4];
    assign VGA_B = rgb_reg[3:0];
endmodule
module VGASync(
	input wire clk, rstn,
	output wire hsync, vsync, video_on, p_tick,
	output wire [9:0] pixel_x, pixel_y
);
	localparam HD = 640;  
	localparam HF = 48;  
	localparam HB = 16;  
	localparam HR = 96;  
	localparam VD = 480;  
	localparam VF = 10;  
	localparam VB = 33;  
	localparam VR = 2;  
	reg mod2_reg;
	wire mod2_next;
	reg [9:0] h_count_reg, h_count_next;
	reg [9:0] v_count_reg, v_count_next;
	reg v_sync_reg, h_sync_reg;
	wire v_sync_next, h_sync_next;
	wire h_end, v_end, pixel_tick;
	always@(posedge clk, negedge rstn)
		if(rstn == 0)
		begin
			mod2_reg <= 1'b0;
			v_count_reg <= 0;
			h_count_reg <= 0;
			v_sync_reg <= 1'b0;
			h_sync_reg <= 1'b0;
		end
		else
		begin
			mod2_reg <= mod2_next;
			v_count_reg <= v_count_next;
			h_count_reg <= h_count_next;
			v_sync_reg <= v_sync_next;
			h_sync_reg <= h_sync_next;
		end
	assign mod2_next = ~mod2_reg;
	assign pixel_tick = mod2_reg;
	assign h_end = (h_count_reg == (HD+HF+HB+HR-1));
	assign v_end = (v_count_reg == (VD+VF+VB+VR-1));
	always@*
		if(pixel_tick)  
			if(h_end)
				h_count_next = 0;
			else
				h_count_next = h_count_reg + 1;
		else
			h_count_next = h_count_reg;
	always@*
		if(pixel_tick & h_end)  
			if(v_end)
				v_count_next = 0;
			else
				v_count_next = v_count_reg + 1;
		else
			v_count_next = v_count_reg;
	assign h_sync_next = (h_count_reg >= (HD+HB) &&
								 h_count_reg <= (HD+HB+HR-1));
	assign v_sync_next = (v_count_reg >= (VD+VB) &&
								 v_count_reg <= (VD+VB+VR-1));
	assign video_on = (h_count_reg<HD) && (v_count_reg<VD);
	assign hsync = h_sync_reg;
	assign vsync = v_sync_reg;
	assign pixel_x = h_count_reg;
	assign pixel_y = v_count_reg;
	assign p_tick = pixel_tick;
endmodule
==> flow/run.sh <==
#!/bin/bash
# OpenROAD 26Q1-2900-gdf79404cd8, Yosys 0.63+post, stock flow scripts
make -C /OpenROAD-flow-scripts/flow DESIGN_CONFIG=/design/flow/config.mk WORK_HOME=/design/flow/orfs finish
==> flow/config.mk <==
export PLATFORM = sky130hd
export DESIGN_NAME = Pratica10
export DESIGN_NICKNAME = Pratica10
export VERILOG_FILES = /design/flow/design.v
export SDC_FILE = /design/flow/constraint.sdc
export NUM_CORES = 4
export LEC_CHECK = 1
export CORE_UTILIZATION = 40
==> flow/constraint.sdc <==
current_design Pratica10

set clk_period 4.2
set clk_io_pct 0.2

create_clock -name clk0 -period $clk_period [get_ports {MAX10_CLK1_50}]

set non_clock_inputs [all_inputs -no_clocks]
set_input_delay [expr $clk_period * $clk_io_pct] -clock clk0 $non_clock_inputs
set_output_delay [expr $clk_period * $clk_io_pct] -clock clk0 [all_outputs]
==> impl_metrics.py <==
# Generated from Yosys and OpenROAD reports
metrics = {
    "clock_tree": {
        "cts.sink_count": 75,
        "cts.htree.levels": 3,
        "postCtsResizedCells": 0,
        "cts_buffers": 9,
        "cts_max_path_buffers": 2,
        "clk_pin_slew_worst_paths_ns": 0.07,
        "cts.hold.buffers_added": 0,
        "cts_root_buf": "sky130_fd_sc_hd__clkbuf_16",
        "worstSkewPairLatency_ns": 0.35,
        "postCtsSetupBuffers": 0,
        "tritoncts_clock_tree": "yes",
    },
    "power_and_ir_drop": {
        "part_of_the_total_power_dissipated_in_the_clock_network_pct": 46.0,
        "pwr-share-seq_pct": 41.2,
        "power_leakage_nw": 4.224,
        "power-per-cell-area_nw_per_um2": 198.7,
        "power.internal_w": 0.001306,
        "switching_share_pct": 27.93,
        "max-vdd-ir-drop_uv": 196.7,
        "power.net_switching_w": 0.0005060,
        "combPwrFrac_pct": 12.8,
    },
    "sta": {
        "setup-violations-final": 0,
        "fin_crit_ns": 3.793,
        "final_max_slew_viol_count": 0,
        "worst_slew_pin_slew_ns": 0.8319,
        "final_min_period_over_clock_period_pct": 90.31,
        "finalHoldViolations": 0,
        "max_clock_freq_mhz": 263.6,
        "rsz0062_at_grt": "false",
        "maximum_clock_skew_at_final_layout_ns": 0.006067,
        "slew-limit-headroom_pct": 44.08,
        "setup_total_negative_slack_ns": 0,
    },
    "yosys": {
        "synthArstFlopShare_pct": 94.67,
        "synthAoiAreaFrac_pct": 19.82,
        "synth-seq-cells": 75,
        "yosys.area.top_type": "sky130_fd_sc_hd__ha_1",
        "area_leaders": "sky130_fd_sc_hd__ha_1 (23%), sky130_fd_sc_hd__dfrtp_1 (15%), sky130_fd_sc_hd__dfstp_2 (6.3%), sky130_fd_sc_hd__xnor2_1 (5.6%), sky130_fd_sc_hd__o21ai_0 (4.1%)",
        "number_of_synthesized_flops_with_an_enable_pin": 4,
        "synthXorXnorAreaFrac_pct": 7.170,
        "ys_cells": 995,
        "synth-adder-area-share_pct": 23.18,
        "synth.top_cell.area_share_pct": 22.70,
        "synth.comb.largest_family": "adder cells",
        "synth.most_common_cell": "sky130_fd_sc_hd__ha_1",
        "muxShareOfSynthArea_pct": 0.5975,
        "synth.avg_cell_area_um2": 8.419,
        "synth.distinct_cells": 81,
        "synth-main-ff-cell": "sky130_fd_sc_hd__dfrtp_1",
        "post_synth_most_frequent_cells": "sky130_fd_sc_hd__ha_1 (152), sky130_fd_sc_hd__nor2_1 (86), sky130_fd_sc_hd__inv_1 (69), sky130_fd_sc_hd__o21ai_0 (69), sky130_fd_sc_hd__xnor2_1 (54)",
        "yosys.stat.chipArea_um2": 8377,
        "ys_warn_count": 4,
        "synth_sequential_area_ratio_pct": 22.94,
        "synthCells": 995,
        "netlist_area_um2": 8377,
        "post_synth_and_or_nand_nor_area_fraction_pct": 20.25,
    },
    "critical_path": {
        "path_max_fanout": 6,
        "crit_path_cell_trace": "inv_1, ha_1, or3b_2, nand2_1, nor2_1, xnor2_1, ha_1, a2111oi_0, a211oi_1, a31oi_1, or3_1, inv_1, or3_1",
        "critPathCaptureType": "flip-flop",
        "element_type_at_the_critical_path_start": "flip-flop",
        "timing.critical_path.slowest_cell_delay_ns": 0.52,
        "cp_slowest_cell": "sky130_fd_sc_hd__or3b_2",
        "criticalPathCategory": "reg -> reg",
        "worst_ep_required_time_ns": 4.47,
        "crit_arrival_ns": 4.06,
    },
    "routing": {
        "drt_drc_violations_left": 0,
        "drt-total-wl_mm": 20.88,
        "vias_per_cell": 5.639,
        "diodes": 0,
        "dr_vias": 7162,
        "drtPass1Iterations": 5,
        "routed_wl_per_cell_um": 16.44,
        "antenna_violating_nets_post_route": 0,
        "detailedRoute.firstIterationViolations": 421,
    },
    "floorplan": {
        "chip_height_um": 146.7,
        "die_area_um2": 21530,
        "starting_density_of_the_core_pct": 41.13,
        "fp.dieW_um": 146.7,
        "core_area_um2": 20360,
        "placement_rows": 52,
        "ios": 27,
    },
    "global_routing": {
        "grt_pass1_wl_mm": 35.59,
        "grt_pass1_vias": 6868,
        "grt_util_all_layers_pct": 20.90,
        "globalRouteOverflowTotal": 0,
        "initial_antenna_violation_count": 0,
        "grt_max_degree": 38,
    },
    "place": {
        "placement.io_buffers": 19,
        "routabilityCongestion": 0.8825,
        "dpl.hpwl_mm": 15.52,
        "dpl-instance-area_um2": 8808,
    },
    "finish": {
        "drive_above_1_share_pct": 7.100,
        "layout.filler_cells": 2001,
        "layout.core_utilization_pct": 44.78,
        "postLayoutCellArea_um2": 9119,
        "flow.area_growth_from_synthesis_pct": 8.857,
    },
    "flow_run": {
        "stage_log_warnings": 56,
        "max-cap-violations": 0,
    },
    "status": {
        "status": "completed",
    },
    "min_path": {
        "worst_hold_path_type": "reg -> async",
    },
}
## layout make-up
cell class | instances | area (µm²) | area share, %
Inverter | 71 | 266.5 | 2.923
Clock inverter | 7 | 85.08 | 0.9330
Tap cell | 270 | 337.8 | 3.705
Sequential cell | 75 | 1926 | 21.12
Multi-Input combinational cell | 801 | 5953 | 65.29
Timing Repair Buffer | 37 | 325.3 | 3.568
Clock buffer | 9 | 225.2 | 2.470
## power by group through the flow
stage | clock network (W) | logic (W) | registers (W)
after global routing | 0.000891 | 0.000264 | 0.000748
after CTS | 0.000861 | 0.000232 | 0.000746
final | 0.000834 | 0.000232 | 0.000745
## critical path, delay by kind of cell, from the launching register on
kind	cells	cell delay, ns
and+or+nand+nor	5	1.48
adders and majority gates	2	0.51
buffers and inverters	2	0.23
xor gates and xnor gates	1	0.16
DFF	1	0.38
AOI/OAI and AO/OA	3	0.93
## metrics by stage
| stage | cells | hold slack [ns] | total power (W) | setup WS (ns) |
|---|---|---|---|---|
| global placement | 1254 | 0.3245 | 0.0009894 | 0.4781 |
| CTS | 1270 | 0.3375 | 0.001839 | 0.4193 |
| floorplan | 995 | 0.3312 | 0.0009188 | 0.8587 |
| detailed placement | 1254 | 0.3294 | 0.0009896 | 0.4714 |
| global route | 1270 | 0.3702 | 0.001903 | 0.1003 |
| finish | 1270 | 0.3100 | 0.001811 | 0.4069 |
## kinds of logic after synthesis
group | Yosys count
AND-OR/OR-AND | 253
buffers and inverters | 119
adder cells (fa/ha/maj) | 154
XOR/XNOR | 67
multiplexers | 5
flip-flops | 75
AND/OR/NAND/NOR | 321
other | 1
## routing by layer
layer  vias up  global-route usage [%]  wire length [µm]
met4         0                   3.021               289
li1       3674                       -                 -
met5         -                       0                 0
met3        20                   2.504               849
met1      3342                   32.01             10300
met2       126                   32.77              9438
## path summary, 6_finish.rpt
kind / startpoint / to / slack [ns] / depth (start not counted)
setup / recovery: px_gen.right_paddle_y[2] / px_gen.ball_x[0] / 0.41 / 13
max in group asynchronous: u_rst_sync.ff2 / px_gen.ball_y[7] / 2.99 / 1
min in group clk0: u_rst_sync.ff1 / u_rst_sync.ff2 / 0.36 / 0
hold / removal: u_rst_sync.ff2 / px_gen.right_score[1] / 0.31 / 0
setup reg to reg: px_gen.right_paddle_y[2] / px_gen.ball_x[0] / 0.41 / 13
hold reg to reg: u_rst_sync.ff2 / px_gen.right_score[1] / 0.31 / 0
## cells in the final DEF (no fill, tap or decap), drive strengths merged, types with 6 or more instances in the layout
master         count
a21oi             50
nor2              86
xor2              12
a211oi             9
clkdlybuf4s50     19
o31ai             12
nand3             18
inv               75
o21ai             69
xnor2             54
or4                6
or3               11
nand4             20
and3              10
a31oi             16
nor4b              6
nor3              37
nor4              26
a2111oi            6
buf               18
o41ai              6
a21o              17
nand2b            17
dfstp             20
nand2             53
clkbuf             9
o21a               8
dfrtp             51
ha               152
Power figures rest on the tool's default switching activity, not on a simulated workload.
